==> flow/design.v <==
module AHB_Slave(
	input Hclk,
    input Hresetn,
    input Hwrite,
    input Hreadyin,
    input [1:0] Htrans,
    input [31:0] Haddr,  
    input [31:0] Hwdata,
	input [31:0] Prdata,
    output reg valid,
    output reg Hwritereg,
    output reg [31:0] Haddr1,  
    output reg [31:0] Haddr2,  
    output reg [31:0] Hwdata1,
    output reg [31:0] Hwdata2,
    output [31:0] Hrdata,
    output reg [2:0] tempselx,
    output [1:0] Hresp);
	always @(posedge Hclk)
		begin
			if (~Hresetn)  
				begin
					Haddr1<=0;
					Haddr2<=0;
				end
			else
				begin
					Haddr1<=Haddr;
					Haddr2<=Haddr1;
				end
		end
	always@(posedge Hclk)
		begin
			if (~Hresetn)
				begin
					Hwdata1<=0;
					Hwdata2<=0;
				end
			else
				begin
					Hwdata1<=Hwdata;
					Hwdata2<=Hwdata1;
				end
		end
	always @(posedge Hclk)
		begin	
			if (~Hresetn)
				Hwritereg<=0;
			else
				Hwritereg<=Hwrite;
		end
	always @(Hreadyin,Haddr,Htrans,Hresetn)
		begin
			valid=0;
			if (Hresetn && Hreadyin && (Haddr>=32'h8000_0000 && Haddr<32'h8C00_0000) && (Htrans==2'b10 || Htrans==2'b11))
				valid=1;
		end
	always @(Haddr,Hresetn)  
		begin
			tempselx=3'b000;
			if (Hresetn && Haddr>=32'h8000_0000 && Haddr<32'h8400_0000)
				tempselx=3'b001;
			else if (Hresetn && Haddr>=32'h8400_0000 && Haddr<32'h8800_0000)
				tempselx=3'b010;
			else if (Hresetn && Haddr>=32'h8800_0000 && Haddr<32'h8C00_0000)
				tempselx=3'b100;
		end
assign Hrdata = Prdata;  
assign Hresp=2'b00;	 
endmodule
module Bridge_FSM (
    input Hclk,
    input Hresetn,
    input Valid,
    input Hwrite,
    input Hwritereg,
    input [31:0] HWdata,
    input [31:0] HWdata1,
    input [31:0] HWdata2,
    input [31:0] Haddr,
    input [31:0] Haddr1,
    input [31:0] Haddr2,
    input [31:0] PRdata,
    input [2:0] Tempselx,
    output reg Pwrite,
    output reg Penable,
    output reg Hreadyout,
    output reg [2:0] Pselx,
    output reg [31:0] Paddr,
    output reg [31:0] PWdata
);
    reg Penable_Temp,Hreadyout_Temp,Pwrite_Temp;
    reg [2:0] Pselx_Temp;
    reg [31:0] Paddr_Temp, Pwdata_Temp;
    localparam ST_IDLE = 3'd0, ST_WWAIT = 3'd1, ST_READ = 3'd2, 
    ST_WRITE = 3'd3, ST_WRITEP = 3'd4, ST_RENABLE = 3'd5, 
    ST_WENABLE = 3'd6, ST_WENABLEP = 3'd7;
    reg [2:0] Current_state, Next_state;
    always @(posedge Hclk) begin
        if(~Hresetn) Current_state <= ST_IDLE;  
        else Current_state <= Next_state;
    end
    always @(Current_state, Valid, Hwrite, Hwritereg) begin
        case (Current_state)
            ST_IDLE: begin
                if(~Valid) Next_state = ST_IDLE;  
                else if(Valid && Hwrite) Next_state = ST_WWAIT;   
                else Next_state = ST_READ;  
            end
            ST_WWAIT: Next_state = (Valid)? ST_WRITEP:ST_WRITE;  
            ST_READ: Next_state = ST_RENABLE;  
            ST_WRITE: Next_state = (Valid)? ST_WENABLEP:ST_WENABLE;
            ST_WRITEP: Next_state = ST_WENABLEP;
            ST_RENABLE: begin
                if(~Valid) Next_state = ST_IDLE;  
                else if(Valid && Hwrite) Next_state = ST_WWAIT;  
                else Next_state = ST_READ;  
            end
            ST_WENABLE: begin
                if(~Valid) Next_state = ST_IDLE;  
                else if(Valid && Hwrite) Next_state = ST_WWAIT;  
                else Next_state = ST_READ;  
            end
            ST_WENABLEP: begin
                if(~Valid && Hwritereg) Next_state = ST_WRITE;
                else if (Valid && Hwritereg) Next_state = ST_WRITEP;
                else Next_state = ST_READ;
            end
            default: Next_state = ST_IDLE;
        endcase
    end
    always@(*) begin
        case (Current_state)
            ST_IDLE: begin
              if (Valid && ~Hwrite) begin  
                Paddr_Temp = Haddr;
                Pwrite_Temp = Hwrite;
                Pselx_Temp = Tempselx;
                Penable_Temp = 0;
                Hreadyout_Temp = 0;
              end else if (Valid && Hwrite) begin  
                Pselx_Temp = 0;
                Penable_Temp = 0;
                Hreadyout_Temp = 1;
              end
              else begin  
                Pselx_Temp = 0;
                Penable_Temp = 0;
                Hreadyout_Temp = 1;
              end
            end
            ST_WWAIT: begin
                if (~Valid) begin  
                    Paddr_Temp = Haddr1;
                    Pwrite_Temp = 1;
                    Pselx_Temp = Tempselx;
                    Penable_Temp = 0;
                    Pwdata_Temp = HWdata;
                    Hreadyout_Temp = 0;
                end else begin   
                    Paddr_Temp = Haddr1;
                    Pwrite_Temp = 1;
                    Pselx_Temp = Tempselx;
                    Pwdata_Temp = HWdata;
                    Penable_Temp = 0;
                    Hreadyout_Temp = 0;
                end
             end
           ST_READ: begin  
            Penable_Temp = 1;
            Hreadyout_Temp = 1;
           end
           ST_WRITE: begin   
                Penable_Temp = 1;
                Hreadyout_Temp = 1;
           end
           ST_WRITEP: begin  
            Penable_Temp = 1;
            Hreadyout = 1;
           end
           ST_RENABLE: begin
            if(Valid && ~ Hwrite) begin  
                Paddr_Temp = Haddr;
                Pwrite_Temp = Hwrite;
                Pselx_Temp = Tempselx;
                Penable_Temp = 0;
                Hreadyout_Temp = 0;
            end
            else if(Valid && Hwrite) begin  
                Pselx_Temp = 0;
                Penable_Temp = 0;
                Hreadyout_Temp = 1;
            end
            else begin  
                Pselx_Temp = 0;
                Penable_Temp = 0;
                Hreadyout_Temp = 1;
            end
           end
           ST_WENABLEP: begin
            if(~Valid && Hwritereg) begin  
                Paddr_Temp = Haddr2;
                Pwrite_Temp = Hwrite;
                Pselx_Temp = Tempselx;
                Penable_Temp = 0;
                Pwdata_Temp = HWdata;
                Hreadyout_Temp =0;
            end
            else begin  
                Paddr_Temp = Haddr2;
                Pwrite_Temp = Hwrite;
                Pselx_Temp = Tempselx;
                Pwdata_Temp = HWdata;
                Penable_Temp = 0;
                Hreadyout_Temp = 0;
            end
           end
         ST_WENABLE: begin
            if(Valid && ~Hwritereg) begin 
                Pselx_Temp = 0;
                Penable_Temp = 0;
                Hreadyout_Temp = 0;
            end
            else begin
                Pselx_Temp = 0;
                Penable_Temp = 0;
                Hreadyout_Temp = 0;
            end
         end   
        endcase
    end
    always @(posedge Hclk) begin  
        if(~Hresetn) begin
            Paddr <= 0;
            Pselx <= 0;
            PWdata <= 0;
            Penable <= 0;
            Hreadyout <= 0;
        end
        else begin
            Paddr <= Paddr_Temp;
            Pwrite <= Pwrite_Temp;
            Pselx <= Pselx_Temp;
            PWdata <= Pwdata_Temp;
            Penable <= Penable_Temp;
            Hreadyout <= Hreadyout_Temp;
        end
    end
endmodule
module Top (
    input Hclk,
    input Hresetn,
    input Hwrite,
    input Hreadyin,
    input [1:0] Htrans,
    input [31:0] HWdata,
    input [31:0] Haddr,
    input [31:0] PRdata,
    output Penable,
    output Pwrite,
    output Hreadyout,
    output [1:0] Hresp,
    output [2:0] Pselx,
    output [31:0] PWdata,
    output [31:0] Paddr,
    output [31:0] HRdata
);
    wire Valid;
    wire Hwritereg;
    wire [2:0] tempselx;
    wire [31:0] Haddr1, Haddr2, Hwdata1, Hwdata2;
    AHB_Slave M1(
	.Hclk(Hclk),
    .Hresetn(Hresetn),
    .Hwrite(Hwrite),
    .Hreadyin(Hreadyin),
    .Htrans(Htrans),
    .Haddr(Haddr), 
    .Hwdata(HWdata),
    .Prdata(PRdata),
    .valid(Valid),
    .Hwritereg(Hwritereg),
    .Haddr1(Haddr1), 
    .Haddr2(Haddr2),
    .Hwdata1(Hwdata1),
    .Hwdata2(Hwdata2),
    .Hrdata(HRdata),
    .tempselx(tempselx),
    .Hresp(Hresp)
    );
    Bridge_FSM M2(
    .Hclk(Hclk),
    .Hresetn(Hresetn),
    .Valid(Valid),
    .Hwrite(Hwrite),
    .Hwritereg(Hwritereg),
    .HWdata(HWdata),
    .HWdata1(Hwdata1),
    .HWdata2(Hwdata2),
    .Haddr(Haddr),
    .Haddr1(Haddr1),
    .Haddr2(Haddr2),
    .PRdata(PRdata),
    .Tempselx(tempselx),
    .Pwrite(Pwrite),
    .Penable(Penable),
    .Hreadyout(Hreadyout),
    .Pselx(Pselx),
    .Paddr(Paddr),
    .PWdata(PWdata)
    );
endmodule
==> flow/run.sh <==
#!/bin/bash
# OpenROAD 26Q1-2900-gdf79404cd8, Yosys 0.63+post, stock flow scripts
make -C /OpenROAD-flow-scripts/flow DESIGN_CONFIG=/design/flow/config.mk WORK_HOME=/design/flow/orfs finish
==> flow/config.mk <==
export PLATFORM = sky130hd
export DESIGN_NAME = Top
export DESIGN_NICKNAME = Top
export VERILOG_FILES = /design/flow/design.v
export SDC_FILE = /design/flow/constraint.sdc
export NUM_CORES = 4
export LEC_CHECK = 1
export CORE_UTILIZATION = 40
==> flow/constraint.sdc <==
current_design Top

set clk_period 4.2
set clk_io_pct 0.2

create_clock -name clk0 -period $clk_period [get_ports {Hclk}]

set non_clock_inputs [all_inputs -no_clocks]
set_input_delay [expr $clk_period * $clk_io_pct] -clock clk0 $non_clock_inputs
set_output_delay [expr $clk_period * $clk_io_pct] -clock clk0 [all_outputs]
==> run notes <==
Entry: Yosys synthesis followed by OpenROAD place and route.

Run status:
- The flow ran to the end, and the final reports show no timing, DRC or antenna violations.

Final timing:
- The max-slew check reports its worst relative slack as 43.5%.
- In the final timing run, aggregate negative setup slack is 0 ps.
- For the final database, setup skew stands at 3.29 ps.
- The timer found 68 register pins that no clock reaches; their paths are not timed.
- The run puts the final hold slack at 448 ps.
- The run gives the clock period minus final worst setup slack as 2200 ps.
- The run gives the final number of setup-violating endpoints as 0.
- The run gives the transition time at the pin with the least slew margin as 847 ps.
- The run gives the number of hold-slack violations in the final timing report as 0.
- The run gives the highest attainable clock frequency as 0.454 GHz.
- Pins over their slew limit in the final report were tallied at 0.
- The run gives the period utilization as 52.5%.
- The run puts the least setup slack across all paths after layout at 2000 ps.
- The run gives the number of unconstrained endpoints as 69.
- Setup repair after global routing left no endpoint under its margin.

Place:
- The run gives the area after detailed placement as 0.00704 sq mm.
- STA on the placed design reports a worst setup slack of 1570 ps.
- The final weighted congestion recorded by global placement is 0.728.
- The run gives the detailed placer's ending HPWL as 6390 um.
- The run puts the number of buffers inserted by port buffering at 137.

Die:
- The run gives the total number of placement rows as 43.
- The run gives the area of the chip as 0.0149 sq mm.
- The run gives the floorplan die height as 122 um.
- The run gives the die width as 122 um.
- The run puts the count of pins on the block boundary at 206.
- The run gives the initial cell density of the core as 41.3%.
- The run gives the placeable core area as 0.0139 sq mm.

Routing:
- The run gives the routed length on met2 as 4520 um.
- The run gives the antenna diode count as 0.
- The run puts the wire length per cell after detailed routing at 13.1 um.
- Dividing the detail-routed via count by the number of cells gives 4.43.
- The run gives the sum of routed wire segments on met1 as 4910 um.
- The run gives the iteration tally of the first detailed-router pass as 4.
- The run gives the number of DRC violations after detailed-routing iteration 0 as 164.
- Summing over every cut layer, the via total after detailed routing is 3,663.
- The run puts the antenna violation net count after detailed routing at 0.
- Wire segments on met3 add up to 1160 um in the final route.
- The run puts the number of DRC violations after detailed routing at 0.
- Signal routing reaches up to met4.
- For this block, the routed nets add up to 10,800 um of wire.

Logic synthesis:
- The run puts the Yosys warning count at 4.
- The run gives the yosys stat cell total as 533.
- Synthesis produced 533 cells.
- The run gives the fraction of registers with async set or reset after synthesis as 0%.
- The synthesized netlist occupies a cell area of 0.00576 sq mm.
- The run gives the most instantiated flip-flop cell in the synthesis netlist as sky130_fd_sc_hd__dfxtp_1.
- The run puts the post-synthesis sequential element count at 210.
- The run puts the post-synthesis cell type count at 26.
- The run gives the area figure in the yosys stat output as 0.00576 sq mm.
- The run puts the mean instance size in the synthesized netlist at 10.8 sq um.
- The run gives the number of synthesized flops with an enable pin as 1.

Clock tree:
- The run puts the TritonCTS buffer count at 17.
- The run puts the number of buffers inserted to repair setup after CTS at 0.
- The run gives the number of H-tree levels as 4.
- The clock reaches the later pin of the worst-skew pair after 410 ps.
- The run puts the clock-pin slew on the worst setup and hold paths at 60 ps.
- The run puts the count of hold buffers inserted by post-cts repair at 0.
- The run puts the maximum buffer depth of the clock tree at 2.
- CTS placed an instance of sky130_fd_sc_hd__clkbuf_16 at the clock tree root.
- The run gives the TritonCTS clock tree as built.
- The run gives the number of instances resized during post-cts repair as 0.

Power:
- The run puts the overall power consumption at 3.26 mW.
- The run gives the largest voltage drop on the vdd net as 268 uV.
- The run gives the power density relative to cell area as 425 mW/mm^2.
- The run puts the leakage component of the power at 3.28 nW.

Critical path:
- The run gives the critical path endpoint category as a flop.
- The worst setup path is launched from an input pin.
- The run gives the critical-path maximum fanout as 73.
- The run gives the data required time at the worst endpoint as 4530 ps.
- The run gives the arrival time at the worst endpoint as 2540 ps.
- The run gives the critical path class as input pin to flop.
- The run puts the depth of the worst register-to-register path at 3.

Finish:
- The run puts the signed area change from the synthesized netlist to the final layout at 33.3%.
- Fill cells in the final layout number 1,187.
- The run puts the total non-filler cell area in the finished layout at 0.00767 sq mm.
- The run gives the ratio of cells with drive above 1 in the final layout as 6.81%.

Global route:
- The via count of the first global-routing pass came to 3,488.
- The run puts the wire length of the first global-routing pass at 17,500 um.
- The run puts the number of antenna violations at the first check in global routing at 0.
- The run gives the global-route total usage across every layer as 15.8%.
- The run gives the total grt overflow as 0.
- The run gives the maximum number of pins on one net before global-route repair as 74.

Min path:
- The run gives the worst min-delay path class as flop to flop.
- The run puts the number of cells on the worst hold path at 1.

Flow run:
- The run puts the tally of OpenROAD warnings at 26.
- The run gives the max-cap violation count as 0.
## metrics by stage
step / std cells / util (%)
6_report: 826 / 55.1
5_1_grt: 826 / 55.1
4_1_cts: 826 / 55.1
3_5_place_dp: 794 / 50.5
3_3_place_gp: 794 / 50.5
2_1_floorplan: 534 / -
## cells in the mapped netlist (2+ instances only)
cell | n | area share (%)
sky130_fd_sc_hd__a2111oi_0 | 3 | 0.46
sky130_fd_sc_hd__a21oi_1 | 2 | 0.17
sky130_fd_sc_hd__a22oi_1 | 32 | 4.2
sky130_fd_sc_hd__and2_1 | 134 | 15
sky130_fd_sc_hd__and3_1 | 2 | 0.22
sky130_fd_sc_hd__buf_4 | 35 | 4.6
sky130_fd_sc_hd__clkbuf_1 | 26 | 1.7
sky130_fd_sc_hd__conb_1 | 2 | 0.13
sky130_fd_sc_hd__dfxtp_1 | 141 | 49
sky130_fd_sc_hd__dlxtn_1 | 68 | 18
sky130_fd_sc_hd__inv_1 | 3 | 0.20
sky130_fd_sc_hd__nand2_1 | 67 | 4.4
sky130_fd_sc_hd__nand4bb_1 | 2 | 0.39
sky130_fd_sc_hd__nor2_1 | 2 | 0.13
sky130_fd_sc_hd__nor3_1 | 2 | 0.17
sky130_fd_sc_hd__nor4_1 | 2 | 0.22
## sequential cells by signal, indices dropped and copies added, names as in the netlist
| register | count |
|---|---|
| M1.Haddr1 | 32 |
| M1.Haddr2 | 32 |
| M2.PWdata | 32 |
| M2.Paddr | 32 |
| M2.Paddr_Temp | 32 |
| M2.Pwdata_Temp | 32 |
| M2.Current_state | 8 |
| M2.Pselx | 3 |
| M2.Pselx_Temp | 3 |
| M1.Hwritereg | 1 |
| M2.Penable | 1 |
| M2.Pwrite | 1 |
| M2.Pwrite_Temp | 1 |
## per-layer routing
metal	vias up	track usage (%)
met4	0	3.09
met3	27	7.11
met5	-	0
met2	129	22.2
met1	1657	23.3
li1	1850	-
## report_power, final
part / leakage [nW] / total [mW] / internal (mW) / switching (mW)
Clock: 0.305 / 1.58 / 1.04 / 0.543
Combinational: 1.24 / 0.201 / 0.144 / 0.0576
Sequential: 1.73 / 1.48 / 1.46 / 0.0250
## path summary, 6_finish.rpt
path | slack [ps] | from | end
max reg2reg | 2820 | M2.Current_state[3]$_DFF_P_ | M2.Current_state[2]$_DFF_P_
max | 2000 | Hresetn | M2.Current_state[2]$_DFF_P_
min | 450 | M1.Haddr1[16]$_SDFF_PN0_ | M1.Haddr2[16]$_SDFF_PN0_
min reg2reg | 450 | M1.Haddr1[16]$_SDFF_PN0_ | M1.Haddr2[16]$_SDFF_PN0_
## cells in the final DEF, fill, tap and decap left out, types with 2 or more instances in the layout
cell | Yosys | routed
sky130_fd_sc_hd__dfxtp_1 | 141 | 139
sky130_fd_sc_hd__clkdlybuf4s50_1 | 0 | 136
sky130_fd_sc_hd__and2_1 | 134 | 134
sky130_fd_sc_hd__dlxtn_1 | 68 | 68
sky130_fd_sc_hd__nand2_1 | 67 | 67
sky130_fd_sc_hd__a22oi_1 | 32 | 32
sky130_fd_sc_hd__clkbuf_16 | 0 | 17
sky130_fd_sc_hd__buf_4 | 35 | 5
sky130_fd_sc_hd__clkinv_2 | 0 | 4
sky130_fd_sc_hd__bufinv_16 | 0 | 4
sky130_fd_sc_hd__inv_1 | 3 | 3
sky130_fd_sc_hd__a2111oi_0 | 3 | 3
sky130_fd_sc_hd__conb_1 | 2 | 3
sky130_fd_sc_hd__clkinvlp_4 | 0 | 3
sky130_fd_sc_hd__clkbuf_8 | 0 | 3
sky130_fd_sc_hd__dfxtp_2 | 0 | 2
sky130_fd_sc_hd__nand4bb_1 | 2 | 2
sky130_fd_sc_hd__and3_1 | 2 | 2
sky130_fd_sc_hd__nor3_1 | 2 | 2
sky130_fd_sc_hd__nor4_1 | 2 | 2
sky130_fd_sc_hd__a21oi_1 | 2 | 2
## area by class of cell
class                      count  area (sq um)  area share (%)
sequential                   210          3880            50.5
multi-input combinational    260          1530            19.9
timing repair buffer         141          1400            18.2
clock buffer                  21           470            6.13
tap                          180           225            2.94
clock inverter                11           163            2.12
inverter                       3          11.3           0.147
## kinds of logic (layout without fill, tap and decap cells)
logic type	after synthesis	count (layout)	synth area share, %
AND/OR/NAND/NOR	217	217	21.0
latches	68	68	17.7
AND-OR/OR-AND	40	40	5.15
buffers and inverters	64	176	6.46
flip-flops	142	142	49.6
other	2	3	0.130
## critical path: stages
cell and delay [ps]:
sky130_fd_sc_hd__buf_4 430, sky130_fd_sc_hd__buf_4 570, sky130_fd_sc_hd__or3b_2 490, sky130_fd_sc_hd__o22ai_1 160
Power and IR drop assume default switching activity.
